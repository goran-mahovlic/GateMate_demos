**./constraint.sdc**
```tcl
current_design vga

set clk_period 3.6
set clk_io_pct 0.2

create_clock -name clk0 -period $clk_period [get_ports {clk_pixel}]

set non_clock_inputs [all_inputs -no_clocks]
set_input_delay [expr $clk_period * $clk_io_pct] -clock clk0 $non_clock_inputs
set_output_delay [expr $clk_period * $clk_io_pct] -clock clk0 [all_outputs]
```
**./design.v**
```verilog
module vga(
input wire clk_pixel,
input wire clk_pixel_ena,
input wire test_picture,
output wire fetch_next,
output wire [c_bits_x - 1:0] beam_x,
output wire [c_bits_y - 1:0] beam_y,
input wire [7:0] r_i,
input wire [7:0] g_i,
input wire [7:0] b_i,
output wire [7:0] vga_r,
output wire [7:0] vga_g,
output wire [7:0] vga_b,
output wire vga_hsync,
output wire vga_vsync,
output wire vga_vblank,
output wire vga_blank,
output wire vga_de
);
parameter [31:0] c_resolution_x=640;
parameter [31:0] c_hsync_front_porch=16;
parameter [31:0] c_hsync_pulse=96;
parameter [31:0] c_hsync_back_porch=44;
parameter [31:0] c_resolution_y=480;
parameter [31:0] c_vsync_front_porch=10;
parameter [31:0] c_vsync_pulse=2;
parameter [31:0] c_vsync_back_porch=31;
parameter [31:0] c_bits_x=10;
parameter [31:0] c_bits_y=10;
parameter [31:0] c_dbl_x=0;
parameter [31:0] c_dbl_y=0;
reg [c_bits_x - 1:0] CounterX;   
reg [c_bits_y - 1:0] CounterY;   
parameter c_hblank_on = c_resolution_x - 1;
parameter c_hsync_on = c_resolution_x + c_hsync_front_porch - 1;
parameter c_hsync_off = c_resolution_x + c_hsync_front_porch + c_hsync_pulse - 1;
parameter c_hblank_off = c_resolution_x + c_hsync_front_porch + c_hsync_pulse + c_hsync_back_porch - 1;
parameter c_frame_x = c_resolution_x + c_hsync_front_porch + c_hsync_pulse + c_hsync_back_porch - 1;   
parameter c_vblank_on = c_resolution_y - 1;
parameter c_vsync_on = c_resolution_y + c_vsync_front_porch - 1;
parameter c_vsync_off = c_resolution_y + c_vsync_front_porch + c_vsync_pulse - 1;
parameter c_vblank_off = c_resolution_y + c_vsync_front_porch + c_vsync_pulse + c_vsync_back_porch - 1;
parameter c_frame_y = c_resolution_y + c_vsync_front_porch + c_vsync_pulse + c_vsync_back_porch - 1;   
reg R_hsync; reg R_vsync; reg R_blank; reg R_disp;   
reg R_disp_early; reg R_vdisp;   
reg R_blank_early; reg R_vblank;   
reg R_fetch_next;
reg [7:0] R_vga_r; reg [7:0] R_vga_g; reg [7:0] R_vga_b;   
wire [7:0] W; wire [7:0] A; wire [7:0] T;
wire [5:0] Z;
  always @(posedge clk_pixel) begin
    if(clk_pixel_ena == 1'b1) begin
      if(CounterX == c_frame_x) begin
        CounterX <= {((c_bits_x - 1)-(0)+1){1'b0}};
        if(CounterY == c_frame_y) begin
          CounterY <= {((c_bits_y - 1)-(0)+1){1'b0}};
        end
        else begin
          CounterY <= CounterY + 1;
        end
      end
      else begin
        CounterX <= CounterX + 1;
      end
      R_fetch_next <= R_disp_early;
    end
    else begin
      R_fetch_next <= 1'b0;
    end
  end
  assign beam_x = CounterX;
  assign beam_y = CounterY;
  assign fetch_next = R_fetch_next;
  always @(posedge clk_pixel) begin
    if(CounterX == c_hblank_on) begin
      R_blank_early <= 1'b1;
      R_disp_early <= 1'b0;
    end
    else if(CounterX == c_hblank_off) begin
      R_blank_early <= R_vblank;
      R_disp_early <= R_vdisp;
    end
  end
  always @(posedge clk_pixel) begin
    if(CounterX == c_hsync_on) begin
      R_hsync <= 1'b1;
    end
    else if(CounterX == c_hsync_off) begin
      R_hsync <= 1'b0;
    end
  end
  always @(posedge clk_pixel) begin
    if(CounterY == c_vblank_on) begin
      R_vblank <= 1'b1;
      R_vdisp <= 1'b0;
    end
    else if(CounterY == c_vblank_off) begin
      R_vblank <= 1'b0;
      R_vdisp <= 1'b1;
    end
  end
  always @(posedge clk_pixel) begin
    if(CounterY == c_vsync_on) begin
      R_vsync <= 1'b1;
    end
    else if(CounterY == c_vsync_off) begin
      R_vsync <= 1'b0;
    end
  end
  assign A = (CounterX[7:5]) == 3'b010 && (CounterY[7:5]) == 3'b010 ? {8{1'b1}} : {8{1'b0}};
  assign W = CounterX[7:0] == CounterY[7:0] ? {8{1'b1}} : {8{1'b0}};
  assign Z = (CounterY[4:3]) == ( ~(CounterX[4:3])) ? {6{1'b1}} : {6{1'b0}};
  assign T = {8{CounterY[6]}};
  always @(posedge clk_pixel) begin
    if(R_blank == 1'b1) begin
      R_vga_r <= {8{1'b0}};
      R_vga_g <= {8{1'b0}};
      R_vga_b <= {8{1'b0}};
    end
    else begin
      R_vga_r <= (({(CounterX[5:0]) & Z,2'b00}) | W) &  ~A;
      R_vga_g <= (((CounterX[7:0]) & T) | W) &  ~A;
      R_vga_b <= (CounterY[7:0]) | W | A;
    end
    R_blank <= R_blank_early;
    R_disp <= R_disp_early;
  end
  assign vga_r = R_vga_r;
  assign vga_g = R_vga_g;
  assign vga_b = R_vga_b;
  assign vga_hsync = R_hsync;
  assign vga_vsync = R_vsync;
  assign vga_blank = R_blank;
  assign vga_vblank = R_vblank;
  assign vga_de = R_disp;
endmodule
```
**./run.sh**
```bash
#!/bin/bash
# OpenROAD 26Q1-2900-gdf79404cd8, Yosys 0.63+post, stock flow scripts
make -C /OpenROAD-flow-scripts/flow DESIGN_CONFIG=/design/flow/config.mk WORK_HOME=/design/flow/orfs finish
```
**./config.mk**
```make
export PLATFORM = sky130hd
export DESIGN_NAME = vga
export DESIGN_NICKNAME = vga
export VERILOG_FILES = /design/flow/design.v
export SDC_FILE = /design/flow/constraint.sdc
export NUM_CORES = 4
export LEC_CHECK = 1
export CORE_UTILIZATION = 30
```
==> COMMIT_EDITMSG <==
Record implementation results from latest flow run

- The worst setup path is launched from a register.
- Cell area after technology mapping: 2263 µm²
- Clock root cell: clkbuf_8
- Setup TNS: 0 ps
* Worst Path Required: approximately 3600 ps
* I/O pin total: 77
- Number of cells upsized or downsized after cts: 0
- The power report shows net switching accounting for between 20 and 25% of the total.
* Post-detailed-route DRC marker count: 0
- Data arrival at the endpoint of the critical path: 2340 ps
- Type of element capturing the critical path: register
- Entering global routing, the biggest net connects 24 pins.
* Path type of the worst min-delay path: reg2reg
* Sequential fraction of the synthesis area: 54.84%
- For this block, the via count after detailed routing is ~1600.
- The number of global-route vias before repair is roughly 1400.
- Counting pins that exceed their max-slew limit in the final report gives 0.
- Core ar.: between 7000 and 8000 µm²
- Min cycle time layout: 2397 ps
- Distinct cells, synth: 40
- Cell internal power was estimated by the tool at about 0.0009 W.
* Avg Inst Size Synth: 10.68 µm²
- Number of input and output port buffers inserted: 51
* Die Span Y: 88.86 µm
- YS chip area: 2263 µm²
- No sink is reached through more buffers than the 2 on the longest clock path.
- In this run the full chip footprint comes out at 7896 µm².
- All-Layer GR Usage: around 13%
- In this run, the clock network consumes 33.2% of the power.
- Counting flops and latches in the post-synthesis netlist gives around 52.
* Top achievable clock speed: roughly 420 MHz
- Row count: 31
- Setup repair after global routing left no endpoint under its margin.
- Gpl congestion: 0.8178
* Drt first pass iters: 4
- Post-synthesis cell count: 212
- Drt initial violations: 78
- Filler Cell Count: about 730
- In this run the maximum-capacitance check reported violations numbering 0.
- The detailed router reported a total wirelength of 4.601 mm.
- CP Class: reg2reg
- Warnings, synthesis: 1
- Count of H-tree levels built during CTS: 2
- N_diodes: 0
- The script logs the ratio of routed vias to standard cells as ~4.5.
- Post-synthesis cell count from yosys: 212
- The analysis attributes to net switching a power of 0.0002617 W.
* Average detailed-routed wire length per instance: 13.00 µm
- The flow ran to the end, and the final reports show no timing, DRC or antenna violations.
- Of the available clock period, the critical path in the final layout requires roughly 67%.
- The critical path maximum fanout is 10.
- DPL Wire Length: roughly 3.2 mm
* Final count of hold timing violations: 0
* Total power per unit cell area: approximately 410 nW/µm²
- Per the synth stats, the proportion of register bits with asynchronous set or reset is 0%.
* Number of antenna violations at the first check in global routing: 0
* Clock transition at the registers of the reported paths: 90 ps
- Dominant register cell in the synthesized netlist: dfxtp_1
- Setup Fix Bufs, Post-CTS: 0
- Yosys mapped a number of flops with a built-in enable equal to 20.
* Sequential fraction of design power: between 50% and 60%
- Latency at later pin: 310 ps
- Final setup violation count: 0
* Die extent in x: 88.86 µm
- Log Warnings: roughly 52
* Share of final-layout standard cells stronger than drive strength 1: 5.490%
- Leakage power total: 1.080 nW
* Combinational fraction of design power: under 10%
- Floorplan core density: 31.04%
* Global route overflow: 0
* Max-slew headroom at the worst pin: between 50% and 60%
* Num Clock Sinks: 52
- Final Instance Count excl. Fillers: ~350
- The first global-routing pass estimated 7.355 mm of wire.
- Counting tap cells, the placed design contains a total of 346 instances.
* Post-cts hold buffer count: 0
- Relative area change from synthesis to final layout: 28.08%
* Inserted Clock Buffers: 5
- Clock tree from TritonCTS: built
* Clock skew: roughly 15 ps
- The transition time recorded at the tightest slew-check pin is about 620 ps.
* Worst IR Drop VDD: 242.4 µV
- Antenna Nets Post-Route: 0
final timing paths:
check                           cells after the start  slack, ps     startpoint           to
worst min register to register                      0        360  R_blank_early      R_blank
worst max register to register                      4       1200    CounterX[0]  CounterY[5]
worst max-delay path                                4       1200    CounterX[0]  CounterY[5]
worst min-delay path                                0        360  R_blank_early      R_blank
sequential cells by signal (all words and copies together), names as in the netlist:
| name | flops |
|---|---|
| CounterX | 10 |
| CounterY | 10 |
| R_vga_b | 8 |
| R_vga_g | 8 |
| R_vga_r | 7 |
| R_blank | 1 |
| R_blank_early | 1 |
| R_disp | 1 |
| R_disp_early | 1 |
| R_fetch_next | 1 |
| R_hsync | 1 |
| R_vblank | 1 |
| R_vdisp | 1 |
| R_vsync | 1 |
through the flow:
step | util [%] | setup slack, ps | cell area, µm² | power, W | hold WS [ps]
after floorplan | - | 1673 | 2263 | 0.0007399 | 330.1
after global placement | 38.23 | 1170 | 2788 | 0.0008070 | 339.6
after detailed placement | 38.23 | 1154 | 2788 | 0.0008076 | 343.6
after CTS | 39.76 | 1160 | 2899 | 0.001199 | 359.4
after global routing | 39.76 | 1036 | 2899 | 0.001243 | 368.2
final | 39.76 | 1203 | 2899 | 0.001185 | 357.9
worst max-delay path: stages (launching register included):
cell	delay (ps)
edfxtp_1	530
ha_1	280
nand3_2	140
nor4_4	570
and2_1	530
cell type report:
class                           instances  area (µm²)  area share [%]
Tap cell                               99       123.9           4.273
Sequential cell                        52        1241           42.81
Inverter                               11       41.29           1.424
Multi-Input combinational cell        133       870.8           30.04
Timing Repair Buffer                   51       510.5           17.61
Clock buffer                            5       68.82           2.374
Clock inverter                          3       42.54           1.467
per-layer routing:
layer  GRT usage [%]  wire (µm)
met5               0          0
met4           1.320         53
met3           2.933        244
met2           18.74       2055
met1           20.41       2247
layout by cell type (no fill, tap or decap), drive strengths merged, types with 2 or more instances in the layout:
cell,n
and4,2
a21oi,15
nand3,7
clkdlybuf4s50,51
ha,5
a31oi,8
nand4,5
edfxtp,20
xor2,11
nor3,3
nor4,4
inv,11
xnor2,11
nand2,20
mux2i,2
nor2,22
and2,2
dfxtp,32
clkbuf,5
nand2b,3
power by group through the flow:
stage         clock network [W]  registers, W  logic (W)
finish                 0.000393      0.000682   0.000110
global route           0.000430      0.000688   0.000126
CTS                    0.000404      0.000683   0.000112
logic make-up after synthesis:
logic type | after synthesis | share of synthesized area [%]
fa+ha+maj | 5 | 2.764
compound gates | 27 | 6.855
buf+inv | 27 | 6.689
simple gates | 76 | 18.96
mux | 3 | 1.382
flops | 52 | 54.84
xor+xnor | 22 | 8.513
cells in the mapped netlist (all sizes together) (4+ instances only):
cell / n / area, µm²
xnor2: 11 / 96.34
buf: 13 / 98.84
edfxtp: 20 / 600.6
nand4: 5 / 37.53
dfxtp: 32 / 640.6
nand2: 20 / 75.07
a21oi: 15 / 75.07
nand3: 7 / 40.04
inv: 11 / 41.29
ha: 5 / 62.56
nor2: 22 / 82.58
xor2: 11 / 96.34
a31oi: 8 / 50.05
nor4: 4 / 46.29
No activity file was given, so power comes from the tool's default toggle rates.
