===== ./run.sh =====
#!/bin/bash
# OpenROAD 26Q1-2900-gdf79404cd8, Yosys 0.63+post, stock flow scripts
make -C /OpenROAD-flow-scripts/flow DESIGN_CONFIG=/design/flow/config.mk WORK_HOME=/design/flow/orfs finish

===== ./constraint.sdc =====
current_design TMDS_encoder

set clk_period 7.8
set clk_io_pct 0.2

create_clock -name clk0 -period $clk_period [get_ports {i_clk}]

set non_clock_inputs [all_inputs -no_clocks]
set_input_delay [expr $clk_period * $clk_io_pct] -clock clk0 $non_clock_inputs
set_output_delay [expr $clk_period * $clk_io_pct] -clock clk0 [all_outputs]

===== ./config.mk =====
export PLATFORM = sky130hd
export DESIGN_NAME = TMDS_encoder
export DESIGN_NICKNAME = TMDS_encoder
export VERILOG_FILES = /design/flow/design.v
export SDC_FILE = /design/flow/constraint.sdc
export NUM_CORES = 4
export LEC_CHECK = 1
export CORE_UTILIZATION = 30

===== ./design.v =====
module TMDS_encoder (
	input  wire       i_clk,
	input  wire [7:0] i_data,
	input  wire       i_c0,
	input  wire       i_c1,
	input  wire       i_de,
	output reg  [9:0] o_data
);
	wire [8:0] dat_xor_s, dat_xnor_s;
	assign dat_xor_s[0] = i_data[0];
	assign dat_xnor_s[0] = i_data[0];
	genvar l_inst;
	generate
	for (l_inst = 1; l_inst < 8; l_inst = l_inst + 1) begin
		assign dat_xor_s[l_inst]  = i_data[l_inst] ^ dat_xor_s[l_inst-1];
		assign dat_xnor_s[l_inst] = ~(i_data[l_inst] ^ dat_xnor_s[l_inst-1]);
	end
	endgenerate
	assign dat_xor_s[8] = 1'b1;
	assign dat_xnor_s[8] = 1'b0;
	wire [3:0] N1_in = i_data[0] + i_data[1] + i_data[2] + i_data[3] +
					i_data[4] + i_data[5] + i_data[6] + i_data[7];
	wire [8:0] q_m = (N1_in > 4 || (N1_in == 4 && i_data[0] == 0))?dat_xnor_s : dat_xor_s;
	wire [8:0] q_m_n = ~q_m;
	wire signed [4:0] N1 = {4'b0,q_m[0]} + {4'b0,q_m[1]}
			+ {4'b0,q_m[2]} + {4'b0,q_m[3]} + {4'b0,q_m[4]}
			+ {4'b0,q_m[5]} + {4'b0,q_m[6]} + {4'b0,q_m[7]};
	wire signed [4:0] N0 = 5'b01000 - N1;
	wire signed [4:0] disparity = N1 - N0;
	reg signed [4:0] cntTm;
	always @(posedge i_clk) begin
		if (cntTm == 5'b0 || disparity == 5'b0) begin
			if (q_m[8] == 1'b1) begin
				o_data <= {2'b01, q_m[7:0]};
				cntTm <= cntTm + disparity;
			end else begin
				o_data <= {2'b10, q_m_n[7:0]};
				cntTm <= cntTm - disparity;
			end
		end else if (cntTm[4] ^ disparity[4]) begin
			o_data <= {1'b0, q_m};
			cntTm <= cntTm - $signed({3'b0, q_m_n[8], 1'b0})
					+ disparity;
		end else begin
			o_data <= {1'b1, q_m[8], q_m_n[7:0]};
			cntTm <= cntTm + {3'b0, q_m[8], 1'b0}
					- disparity;
		end
		if (!i_de) begin
			case ({i_c1,i_c0})
			2'b00:
				o_data <= 10'b1101010100;  
			2'b01:
				o_data <= 10'b0010101011;  
			2'b10:
				o_data <= 10'b0101010100;  
			2'b11:
				o_data <= 10'b1010101011;  
			endcase
			cntTm <= 5'b0;
		end
	end
endmodule

==> Slide: Implementation Results <==
Synthesis and Place & Route Summary

Status
  • Outcome: finished with violations
  • Violated checks: setup timing

Clock network
  • Maximum clock path buffer count: 2
  • CTS root buffer: clkbuf_8
  • Latest clock arrival within the worst-skew pair: around 240 ps
  • Clock Sinks: 14
  • H-tree depth: 1
  • CTS tree: built
  • Hold_buf cts: 0
  • Clock buffer count from CTS: 3
  • Clock transition at the registers of the reported paths: 60 ps

Timing
  • Worst setup margin: -159 ps
  • Fmax: 126 MHz
  • Final Setup Violations: 3
  • Slew HR: 65.8%
  • Fin Clk Skew: 2.67 ps
  • Hold WS: between 700 and 800 ps
  • Worst slew pin tran: 508 ps
  • Final Max Slew Viols: 0
  • Fin crit share: 102%
  • Final min period: 7960 ps
  • RSZ-0062 raised after global routing: true
  • Final Hold Vio Count: 0

Synthesis
  • Post-synth EDFFs: 0
  • Fraction of registers with async set/reset: 0%
  • Simple share: 7.46%
  • Cells after Synth: approximately 170
  • Top cells by area, synth: dfxtp_1 17%, ha_1 17%, fa_1 16%
  • Synth top cell by count: inv_1
  • Avg Inst Size Synth: 9.82 µm²
  • Post-Synth AOI/OAI Area: 9.42%
  • Number of cells in Yosys stat: 169
  • Most frequently used flop master after synthesis: dfxtp_1
  • Synth area leader: dfxtp_1
  • Yosys adder share: 32.9%
  • Yosys warns: 1
  • Post-Synth XOR/XNOR Area: 21.9%
  • Top cell area share: approximately 17%
  • Seq share, synth: 16.9%
  • Mapped cell area: approximately 1700 µm²
  • Count of different cell masters after synthesis: 35
  • Yosys stat chip area: approximately 1700 µm²
  • Synthesized registers: 14
  • Synth mux share: 3.17%
  • Synth top cells by count: 33 x inv_1, 22 x ha_1, 15 x xnor2_1
  • Logic family by area: adder cells

Global route
  • Largest net degree at the start of global routing: 13
  • Gr usage total: 10.8%
  • Initial antenna violation count: 0
  • Grt ovf: 0
  • First-pass GRT wire length: around 5000 µm
  • Vias in the first global route: 1151

Critical path
  • CP Capture Type: flop
  • Critical path fanouts, max: 4
  • Critical Path Source Type: input port
  • CP arrival: 8150 ps
  • Crit path DRT: ~8000 ps
  • Kind of critical path: in -> reg

Die
  • Die area: between 5000 and 6000 µm²
  • Die W: around 76 µm
  • I/O pin count: 22
  • Die H: about 76 µm
  • CORE AREA: 5200 µm²
  • # rows: 26
  • Starting density of the core: between 30% and 40%

Drt
  • Pre-antenna DRT Iters: 2
  • DRT iter0 DRCs: 37
  • DRC: 0
  • Vias: 1226
  • Remaining antenna violation count: 0
  • WL final: 2850 µm
  • Diode count: 0
  • WL per Instance: about 9.6 µm
  • Via/cell ratio: between 4 and 5

Place
  • Placed insts: about 290
  • I/O Buffers: 21
  • GP Congestion: approximately 0.8
  • Post-DP HPWL: 2470 µm
  • Pre-CTS WS: -1040 ps

Flow run
  • Tool warning count: 35
  • Max-Cap Viols: 0

Worst hold path
  • Hold Path Class: reg -> reg

Finish
  • Share of layout cells above drive strength 1: 36.8%
  • Area grow syn2layout: 49.1%
  • Tally of non-filler cells in the final layout: ~300
-- per-stage QoR --
step | setup TNS (ps) | area, µm² | util (%)
floorplan | -2310 | 1740 | -
global placement | -9960 | 2250 | 43.3
detailed placement | -10090 | 2250 | 43.3
CTS | -601 | 2350 | 45.2
global route | -3110 | 2480 | 47.6
finish | -190 | 2480 | 47.6
-- layout by cell type, fill, tap and decap left out, drive strengths merged, types with 2 or more instances in the layout --
cell type / netlist / layout
nand2: 4 / 4
xnor3: 2 / 2
nor2b: 3 / 3
nor2: 5 / 5
nand4: 2 / 2
o21ai: 9 / 9
ha: 22 / 22
inv: 33 / 33
o211ai: 4 / 4
a211oi: 4 / 4
or2: 2 / 2
a21oi: 4 / 4
buf: 0 / 41
clkbuf: 4 / 4
mux2i: 4 / 4
clkdlybuf4s50: 0 / 18
dfxtp: 14 / 14
xnor2: 18 / 18
fa: 13 / 13
xor2: 9 / 9
-- cell families (layout without fill, tap and decap cells) --
| logic type | count (synthesis) | in the layout |
|---|---|---|
| xor+xnor | 30 | 30 |
| flops | 14 | 14 |
| fa+ha+maj | 36 | 36 |
| simple gates | 23 | 23 |
| compound gates | 25 | 25 |
| buf+inv | 37 | 96 |
| mux | 4 | 4 |
-- sequential cells by signal (all words and copies together) (netlist names) --
register / count
o_data: 10
cntTm: 4
-- critical path, stage by stage --
cell	delay, ps
buf_8	90
inv_8	30
fa_1	560
fa_1	440
fa_1	510
inv_2	50
ha_4	150
fa_2	520
nor3b_2	50
o22ai_2	270
xor2_2	120
fa_1	510
fa_1	530
inv_2	40
fa_1	530
ha_2	180
inv_2	40
fa_2	610
ha_4	230
inv_6	80
ha_4	190
nor2b_1	120
o31ai_1	270
xor2_1	160
nand2_1	60
o211ai_1	90
o211a_1	160
-- what timing repair did --
item	CTS	global route
resized	20	18
pin swaps	21	38
buffers inserted	5	2
setup endpoints to repair	13	13
-- worst paths after layout --
path | from | endpoint | slack [ps] | depth (start not counted)
worst max register to register | cntTm[1] | cntTm[4] | 5670 | 10
worst max-delay path | i_data[3] | cntTm[4] | -160 | 27
worst min register to register | cntTm[4] | cntTm[4] | 740 | 3
worst min-delay path | cntTm[4] | cntTm[4] | 740 | 3
-- final cells by class --
cell class | instances | area (µm²)
Inverter | 33 | 136
Tap cell | 70 | 87.6
Fill cell | 462 | 2730
Clock buffer | 4 | 55.1
Timing Repair Buffer | 59 | 502
Multi-Input combinational cell | 118 | 1420
Sequential cell | 14 | 280
-- routing by layer --
| layer | up-vias | share of wire, % | wire length (µm) | global-route usage, % |
|---|---|---|---|---|
| li1 | 663 | - | - | - |
| met1 | 543 | 52 | 1490 | 17.0 |
| met2 | 18 | 43 | 1220 | 16.1 |
| met3 | 2 | 3.8 | 107 | 2.31 |
| met4 | 0 | 0.91 | 26 | 1.35 |
| met5 | - | 0 | 0 | 0 |
